==> flow/design.v <==
module fifo
#(
  parameter int N = 4,  
  parameter int M = 16  
)(
  input  logic         clk,
  input  logic         rst,
  input  logic [M-1:0] din,
  input  logic         write,
  output logic         full,
  output logic [M-1:0] dout,
  output logic         empty,
  input  logic         read
);
localparam W = $clog2(N);
logic[N-1:0][M-1:0] mem;
logic[W-1:0]        head, tail;
logic[W:0]          items;
logic[1:0] cmd;
assign cmd = {write, read}; 
always_ff @(posedge clk) begin
  if (rst) begin
    head  <= 'd0;
    tail  <= 'd0;
    items <= 'd0;
    mem   <= 'd0;
  end else begin
    case (cmd)
      2'b00: begin 
      end
      2'b01: begin
        if (!empty) begin  
          head  <= head  + 'd1;
          items <= items - 'd1;
        end
      end
      2'b10: begin
        if (!full) begin  
          mem[tail] <= din;
          tail      <= tail  + 'd1;
          items     <= items + 'd1;
        end
      end
      2'b11: begin  
        if (!full) begin
          mem[tail] <= din;
          tail      <= tail + 'd1;
        end
        if (!empty) begin
          head <= head + 'd1;
        end
      end
      default: begin
        head  <= 'd0;
        tail  <= 'd0;
        items <= 'd0;
      end
    endcase
    if (head == (N)) head <= 'd0;
    if (tail == (N)) tail <= 'd0;
  end
end
assign dout = mem[head]; 
assign full = (items == N); 
assign empty = (items == 0);
endmodule
module fifo_priority
#(
  parameter int DW    = 33,
  parameter int DEPTH = 5
)
(
  input  logic                clk,
  input  logic                rst,
  input  logic[DW-1:0]      data_in,
  input  logic              vld_i,
  output logic              rdy_o,
  output logic[DW-1:0]   data_out,
  output logic              vld_o,
  input  logic              rdy_i
);
logic[DW-1:0] hp_data, hp_data_out;
logic[DW-1:0] np_data, np_data_out;
logic hp_full, hp_empty;
logic np_full, np_empty;
logic hp_push, hp_pop;
logic np_push, np_pop;
assign hp_data = data_in;
assign np_data = data_in;
assign hp_push = vld_i & !hp_full & !np_full & data_in[DW-1];
assign np_push = vld_i & !hp_full & !np_full & !data_in[DW-1];
assign hp_pop = rdy_i & !hp_empty;
assign np_pop = rdy_i & !np_empty & hp_empty;
assign data_out = hp_empty ? np_data_out : hp_data_out;
fifo #(
  .N (DEPTH),
  .M (DW)
)
fifo_hp (
  .*,
  .din   (hp_data),
  .write (hp_push),
  .full  (hp_full),
  .dout  (hp_data_out),
  .empty (hp_empty),
  .read  (hp_pop)
);
fifo #(
  .N (DEPTH),
  .M (DW)
)
fifo_np (
  .*,
  .din   (np_data),
  .write (np_push),
  .full  (np_full),
  .dout  (np_data_out),
  .empty (np_empty),
  .read  (np_pop)
);
assign rdy_o = !(hp_full | np_full);
assign vld_o = (!hp_empty) | (!np_empty);
endmodule
==> flow/run.sh <==
#!/bin/bash
# OpenROAD 26Q1-2900-gdf79404cd8, Yosys 0.63+post, stock flow scripts
make -C /OpenROAD-flow-scripts/flow DESIGN_CONFIG=/design/flow/config.mk WORK_HOME=/design/flow/orfs finish
==> flow/config.mk <==
export PLATFORM = sky130hd
export DESIGN_NAME = fifo_priority
export DESIGN_NICKNAME = fifo_priority
export VERILOG_FILES = /design/flow/design.v
export SDC_FILE = /design/flow/constraint.sdc
export NUM_CORES = 4
export LEC_CHECK = 1
export CORE_UTILIZATION = 30
==> flow/constraint.sdc <==
current_design fifo_priority

set clk_period 5.8
set clk_io_pct 0.2

create_clock -name clk0 -period $clk_period [get_ports {clk}]

set non_clock_inputs [all_inputs -no_clocks]
set_input_delay [expr $clk_period * $clk_io_pct] -clock clk0 $non_clock_inputs
set_output_delay [expr $clk_period * $clk_io_pct] -clock clk0 [all_outputs]
==> flow_summary.json <==
{
  "status": "finished clean",
  "startpoint": "fifo_hp.head[0]$_SDFFE_PP0P_",
  "post_drt_wl_per_cell_um": 20.5,
  "crit_chain": "buf_4, mux4_2, a221oi_1, a21oi_1, clkdlybuf4s50_1",
  "grt_overflow_total": 0,
  "ys.flop_type": "dfxtp_1",
  "antenna_found_initial": 0,
  "cp_top_family": "buffers and inverters",
  "edf_count": 0,
  "drive_gt1_share_pct": 12.8,
  "grt_pass1_wl_mm": 67.5,
  "die_w_um": 222,
  "cp.required_ps": 4640,
  "antenna_left": 0,
  "clock.fmax_ghz": 0.229,
  "grt_pass1_vias": 11300,
  "synthArstFlopShare_pct": 0,
  "final_hold_viol_count": 0,
  "routabilityCongestion": 0.826,
  "ys_cells": 1478,
  "vias": 11400,
  "slew_headroom_pct": 42.9,
  "ctsLongestPathBuffers": 3,
  "ff2ff_path_depth": 8,
  "htreeDepth": 2,
  "critical_path_class": "flip-flop to output port",
  "min_period_over_period_pct": 75.2,
  "ys_area_mm2": 0.0145,
  "finalSetupViolCount": 0,
  "cts_hold_buf": 0,
  "ctsRootBufferMaster": "clkbuf_16",
  "final_cell_area_mm2": 0.0170,
  "critPathMaxStageDelay_ps": 640,
  "layout_top_cells": "dfxtp_1 (346), nand2_1 (331), a21oi_1 (206)",
  "viasPerCell": 5.41,
  "ir_drop_uv": 239,
  "warnings": 34,
  "tightest_slew_ps": 856,
  "fin_skew_ps": 16.8,
  "min_to": "fifo_hp.mem[98]$_SDFFE_PP0P_",
  "whs_path_depth": 1,
  "worstSetupEndpointType": "output port",
  "pin_count": 72,
  "syn_inst": 1478,
  "r2r-end": "fifo_np.mem[96]$_SDFFE_PP0P_",
  "grt_max_degree": 71,
  "fp_util_pct": 30.4,
  "rows": 80,
  "path_buffers": 2,
  "wl_mm": 43.2,
  "netlist_area_mm2": 0.0145,
  "diodes": 0,
  "setup_slack_ps": 1440,
  "dieHeight_um": 222,
  "numCtsBuffers": 38,
  "tns_ps": 0,
  "area_delta_synth_final_pct": 17.0,
  "slowest_stage": "dfxtp_2",
  "ys_types": 52,
  "synth_flops": 350,
  "grtUsageTotal_pct": 18.1,
  "drc": 0,
  "rsz0062_at_grt": "no",
  "place_ws_ps": 1800,
  "dieArea_mm2": 0.0492,
  "hpwl_mm": 25.5,
  "placed_area_mm2": 0.0157,
  "hp-start": "fifo_hp.mem[98]$_SDFFE_PP0P_",
  "r2r_slack_ps": 2510,
  "cts_setup_buffers": 0,
  "fin_util_pct": 35.6,
  "hold_path.class": "flip-flop to flip-flop",
  "reg2reg_from": "fifo_np.tail[0]$_SDFFE_PP0P_",
  "p_leak_nw": 5.80,
  "clock.latency.late_pin_ps": 540,
  "cts_tree": "yes",
  "worst-path-max-fanout": 25,
  "core_area_mm2": 0.0476,
  "worst_setup_path_start_kind": "flip-flop",
  "slew_viol_final": 0,
  "postSynthSeqShare_pct": 48.3,
  "p_per_area_mw_per_mm2": 410,
  "maxCapViolCount": 0,
  "port_buffers": 71,
  "first_pass_iters": 5,
  "crit_arrival_ps": 3200,
  "cts_resized": 0,
  "layout_top_cell": "dfxtp_1",
  "cts.sinks": 350,
  "first_iter_violations": 938,
  "syn-mean-instance-area_um2": 9.81,
  "period_minus_slack_ps": 4360,
  "yosys_warnings": 1,
  "cts.reportedPaths.clkPinSlew_ps": 60
}
## per-stage QoR
step / hold slack [ps] / power, W / std cells
final: 450 / 0.00695 / 2111
after global routing: 469 / 0.00728 / 2111
after CTS: 452 / 0.00700 / 2111
after detailed placement: 439 / 0.00460 / 2046
after global placement: 429 / 0.00459 / 2046
after floorplan: 421 / 0.00369 / 1478
## cell usage after synthesis, drive strengths merged (6+ instances only)
master | instances | area share (%)
nor3 | 11 | 0.49
a221oi | 33 | 2.0
clkbuf | 123 | 3.2
a22oi | 33 | 1.7
nor4 | 7 | 0.55
dfxtp | 350 | 48
mux4 | 66 | 10
a21oi | 211 | 7.3
a22o | 160 | 9.7
nor3b | 6 | 0.35
ha | 17 | 1.5
buf | 36 | 1.6
nand2 | 331 | 8.6
nor2 | 25 | 0.65
a21o | 8 | 0.41
xnor2 | 7 | 0.42
inv | 6 | 0.16
## state kept, by name (all words and copies together) (netlist names)
signal,flops
fifo_np.items,4
fifo_np.head,3
fifo_hp.items,4
fifo_hp.head,3
fifo_hp.tail,3
fifo_np.mem,165
fifo_hp.mem,165
fifo_np.tail,3
## metal layers
metal  up-vias  GRT usage [%]  share of wire, %
li1       5322              -                 -
met1      5600           26.1                44
met2       430           28.1                47
met3        71           4.29               7.1
met4         0           4.48               2.6
met5         -              0                 0
## power by group
| part | switching (W) | internal [W] | total, W |
|---|---|---|---|
| combinational | 0.000935 | 0.000934 | 0.00187 |
| clock | 0.000998 | 0.00141 | 0.00241 |
| sequential | 0.000179 | 0.00250 | 0.00268 |
## worst max-delay path by stage
stage	endpoint	slack (ps)	cells after the start
CTS	data_out[15]	1400	5
finish	data_out[0]	1440	5
global route	data_out[0]	1230	5
## cell type report
class / count / area [um^2]
clock buffer: 52 / 1080
clock inverter: 13 / 169
sequential: 350 / 7010
multi-input combinational: 961 / 6870
timing repair buffer: 112 / 1020
tap: 615 / 769
fill: 4620 / 30700
inverter: 8 / 30.0
## logic make-up after synthesis
family                   count (synthesis)  share of synthesized area (%)
AND-OR/OR-AND                          455                           21.6
adder cells (fa/ha/maj)                 18                           1.61
flip-flops                             350                           48.3
XOR/XNOR                                10                          0.604
AND/OR/NAND/NOR                        407                           12.3
multiplexers                            71                           10.6
buffers and inverters                  167                           4.95
No activity file was given, so power comes from the tool's default toggle rates.
